--- /design/flow/config.mk ---
export PLATFORM = sky130hd
export DESIGN_NAME = FSM_cg
export DESIGN_NICKNAME = FSM_cg
export VERILOG_FILES = /design/flow/design.v
export SDC_FILE = /design/flow/constraint.sdc
export NUM_CORES = 4
export LEC_CHECK = 1
export CORE_AREA = 10 10 113 113
export DIE_AREA = 0 0 123 123
--- /design/flow/constraint.sdc ---
current_design FSM_cg

set clk_period 4.2
set clk_io_pct 0.2

create_clock -name clk0 -period $clk_period [get_ports {ck}]

set non_clock_inputs [all_inputs -no_clocks]
set_input_delay [expr $clk_period * $clk_io_pct] -clock clk0 $non_clock_inputs
set_output_delay [expr $clk_period * $clk_io_pct] -clock clk0 [all_outputs]
--- /design/flow/design.v ---
`timescale 1ns / 10ps
module FSM_cg(ck, rst, en, reference_count, sw_ack, status, en_iso, rtn, en_pw_sw, en_cg);
parameter IDLE_ON = 5'd0,
	ISO_ON = 5'd1,
	HOLD_ISO_ON = 5'd2,
	CG_ON = 5'd3,
	HOLD_CG_ON = 5'd4,
	SAVE = 5'd5,
	HOLD_SAVE1 = 5'd6,
	HOLD_SAVE2 = 5'd7,
	POWER_SW_OFF = 5'd8,
	WAIT_OFF_ACK = 5'd9,
	WAIT_OFF_COUNTER = 5'd10,
	IDLE_OFF = 5'd11,
	POWER_SW_ON = 5'd12,
	WAIT_ON_ACK = 5'd13,
	WAIT_ON_COUNTER = 5'd14,
	RESTORE = 5'd15,
	HOLD_RESTORE1 = 5'd16,
	HOLD_RESTORE2 = 5'd17,
	CG_OFF = 5'd18,
	HOLD_CG_OFF = 5'd19,
	ISO_OFF = 5'd20,
	HOLD_ISO_OFF = 5'd21;
	input rst,ck, en, sw_ack;
	input [17:0] reference_count;
	output status, en_iso, rtn, en_pw_sw, en_cg;
	reg status, en_iso, rtn, en_pw_sw, en_cg, en_count;
	reg [4 : 0] state, state_next;
	reg [17:0] count, count_next;
	always @(posedge ck or posedge rst)
 	 if (rst) 	state <= IDLE_ON;
 	 else       state <= state_next;
	always @(posedge ck or posedge rst)
 	 if (rst) 	count <= 18'd0;
 	 else       count <= count_next;
	always@(state or en or sw_ack or reference_count or count)
	  case(state)
	IDLE_ON:  if(en)
			state_next = IDLE_ON;
		    else
			state_next = ISO_ON;
	ISO_ON: 
			state_next = HOLD_ISO_ON;
	HOLD_ISO_ON:  
			state_next = CG_ON;
	CG_ON:
			state_next = HOLD_CG_ON;
	HOLD_CG_ON:
			state_next = SAVE;
	SAVE:  
			state_next = HOLD_SAVE1;
	HOLD_SAVE1:  
			state_next = HOLD_SAVE2;
	HOLD_SAVE2:  
			state_next = POWER_SW_OFF;
	POWER_SW_OFF: 
			state_next = WAIT_OFF_ACK;
	WAIT_OFF_ACK: if(sw_ack) 
			state_next = WAIT_OFF_ACK;
		      else 
			state_next = WAIT_OFF_COUNTER;
	WAIT_OFF_COUNTER: if (count == reference_count)
			state_next = IDLE_OFF;
		      else
			state_next = WAIT_OFF_COUNTER;
	IDLE_OFF: if(en)
			state_next = POWER_SW_ON;
		    else
			state_next = IDLE_OFF;
	POWER_SW_ON: 
			state_next = WAIT_ON_ACK;
	WAIT_ON_ACK: if(sw_ack) 
			state_next = WAIT_ON_COUNTER;
		      else 
			state_next = WAIT_ON_ACK;
	WAIT_ON_COUNTER: if (count == reference_count)
			state_next = RESTORE;
		      else
			state_next = WAIT_ON_COUNTER;
	RESTORE: 	
			state_next = HOLD_RESTORE1;
	HOLD_RESTORE1: 	
			state_next = HOLD_RESTORE2;
	HOLD_RESTORE2:
			state_next = CG_OFF;
	CG_OFF:
			state_next = HOLD_CG_OFF;
	HOLD_CG_OFF:
			state_next = ISO_OFF;
	ISO_OFF:
			state_next = HOLD_ISO_OFF;
	HOLD_ISO_OFF:
			state_next = IDLE_ON;	
	default: state_next = IDLE_ON;
	endcase
	always@(count or en_count)
	   	if(en_count) count_next = count + 18'd1;
		else count_next = 18'd0;
	always@(state)
	  case(state)
	  IDLE_ON:	begin
			status = 1'b1;  
			en_iso = 1'b0;  
			rtn = 1'b0;	 
			en_pw_sw = 1'b0;  
			en_cg = 1'b1;  
			en_count = 1'b0;  
			end
	  ISO_ON:	begin
			status = 1'b1;  
			en_iso = 1'b1;  
			rtn = 1'b0;	 
			en_pw_sw = 1'b0;  
			en_cg = 1'b1;  
			en_count = 1'b0;  
			end
	  HOLD_ISO_ON:	begin
			status = 1'b1;  
			en_iso = 1'b1;  
			rtn = 1'b0;	 
			en_pw_sw = 1'b0;  
			en_cg = 1'b1;  
			en_count = 1'b0;  
			end
	  CG_ON:	begin
			status = 1'b1;  
			en_iso = 1'b1;  
			rtn = 1'b0;	 
			en_pw_sw = 1'b0;  
			en_cg = 1'b0;  
			en_count = 1'b0;  
			end
	  HOLD_CG_ON:	begin
			status = 1'b1;  
			en_iso = 1'b1;  
			rtn = 1'b0;	 
			en_pw_sw = 1'b0;  
			en_cg = 1'b0;  
			en_count = 1'b0;  
			end
	  SAVE:	begin
			status = 1'b1;  
			en_iso = 1'b1;  
			rtn = 1'b1;	 
			en_pw_sw = 1'b0;  
			en_cg = 1'b0;  
			en_count = 1'b0;  
			end
	  HOLD_SAVE1:	begin
			status = 1'b1;  
			en_iso = 1'b1;  
			rtn = 1'b1;	 
			en_pw_sw = 1'b0;  
			en_cg = 1'b0;  
			en_count = 1'b0;  
			end
	  HOLD_SAVE2:	begin
			status = 1'b1;  
			en_iso = 1'b1;  
			rtn = 1'b1;	 
			en_pw_sw = 1'b0;  
			en_cg = 1'b0;  
			en_count = 1'b0;  
			end
	  POWER_SW_OFF:	begin
			status = 1'b1;  
			en_iso = 1'b1;  
			rtn = 1'b1;	 
			en_pw_sw = 1'b1;  
			en_cg = 1'b0;  
			en_count = 1'b0;  
			end
	  WAIT_OFF_ACK:	begin
			status = 1'b1;  
			en_iso = 1'b1;  
			rtn = 1'b1;	 
			en_pw_sw = 1'b1;  
			en_cg = 1'b0;  
			en_count = 1'b0;  
			end
	  WAIT_OFF_COUNTER: begin
			status = 1'b1;  
			en_iso = 1'b1;  
			rtn = 1'b1;	 
			en_pw_sw = 1'b1;  
			en_cg = 1'b0;  
			en_count = 1'b1;  
			end
	  IDLE_OFF:	begin
			status = 1'b0;  
			en_iso = 1'b1;  
			rtn = 1'b1;	 
			en_pw_sw = 1'b1;  
			en_cg = 1'b0;  
			en_count = 1'b0;  
			end
	  POWER_SW_ON:	begin
			status = 1'b0;  
			en_iso = 1'b1;  
			rtn = 1'b1;	 
			en_pw_sw = 1'b0;  
			en_cg = 1'b0;  
			en_count = 1'b0;  
			end
	  WAIT_ON_ACK:	begin
			status = 1'b0;  
			en_iso = 1'b1;  
			rtn = 1'b1;	 
			en_pw_sw = 1'b0;  
			en_cg = 1'b0;  
			en_count = 1'b0;  
			end
	  WAIT_ON_COUNTER:	begin
			status = 1'b0;  
			en_iso = 1'b1;  
			rtn = 1'b1;	 
			en_pw_sw = 1'b0;  
			en_cg = 1'b0;  
			en_count = 1'b1;  
			end
	  RESTORE:	begin
			status = 1'b0;  
			en_iso = 1'b1;  
			rtn = 1'b0;	 
			en_pw_sw = 1'b0;  
			en_cg = 1'b0;  
			en_count = 1'b0;  
			end
	  HOLD_RESTORE1:	begin
			status = 1'b0;  
			en_iso = 1'b1;  
			rtn = 1'b0;	 
			en_pw_sw = 1'b0;  
			en_cg = 1'b0;  
			en_count = 1'b0;  
			end
	  HOLD_RESTORE2:	begin
			status = 1'b0;  
			en_iso = 1'b1;  
			rtn = 1'b0;	 
			en_pw_sw = 1'b1;  
			en_cg = 1'b0;  
			en_count = 1'b0;  
			end
	  CG_OFF:	begin
			status = 1'b0;  
			en_iso = 1'b1;  
			rtn = 1'b0;	 
			en_pw_sw = 1'b1;  
			en_cg = 1'b1;  
			en_count = 1'b0;  
			end
	  HOLD_CG_OFF:	begin
			status = 1'b0;  
			en_iso = 1'b1;  
			rtn = 1'b0;	 
			en_pw_sw = 1'b1;  
			en_cg = 1'b1;  
			en_count = 1'b0;  
			end
	  ISO_OFF:	begin
			status = 1'b0;  
			en_iso = 1'b0;  
			rtn = 1'b0;	 
			en_pw_sw = 1'b1;  
			en_cg = 1'b1;  
			en_count = 1'b0;  
			end
	  HOLD_ISO_OFF:	begin
			status = 1'b0;  
			en_iso = 1'b0;  
			rtn = 1'b0;	 
			en_pw_sw = 1'b1;  
			en_cg = 1'b1;  
			en_count = 1'b0;  
			end
	  default: 	begin
			status = 1'b1;  
			en_iso = 1'b0;  
			rtn = 1'b0;	 
			en_pw_sw = 1'b1;  
			en_cg = 1'b1;  
			en_count = 1'b0;  
			end
	  endcase
endmodule
--- /design/flow/run.sh ---
#!/bin/bash
# OpenROAD 26Q1-2900-gdf79404cd8, Yosys 0.63+post, stock flow scripts
make -C /OpenROAD-flow-scripts/flow DESIGN_CONFIG=/design/flow/config.mk WORK_HOME=/design/flow/orfs finish
==> CHANGELOG.md <==
## Implementation

- Status: completed
- Pin count of the biggest net entering global routing: 24
- Initial antenna violation count: 0
- Setup bufs post-CTS: 0
- GPL Wtd Cong: 0.806
- Post-DP HPWL: 2810 um
- Syn_area_per_cell: 8.59 sq um
- Largest fanout on the critical path: 16
- Int Power: 485 uW
- Tool Warnings: 25
- Cell Area, Synth: 1510 sq um
- Initial Util: 14.7%
- Final Hold Viols: 0
- Grt total ovfl: 0
- Arrival @ worst endpoint: 1.99 ns
- Final Cycle Share: between 60% and 70%
- Final Cell Area: 1950 sq um
- Cell area after placement: 1900 sq um
- Number of global-route vias before repair: about 1,200
- I/O Buffers: 26
- Sw Pwr: 283 uW
- # Cells Yosys: 176
- Lkg Pwr: 0.000678 uW
- Post-synthesis sequential area ratio: 38.0%
- Vias/cell: 3.81
- DR pass1 iterations: 4
- Via count: 1,264
- Clock transition at the registers of the reported paths: roughly 0.090 ns
- Peak supply drop: between 0.1 and 0.15 mV
- Final min period: 2.83 ns
- Power consumption: 767 uW
- Post-synthesis instance total: 176
- Final Max-Slew Violation Tally: 0
- Final setup violation count: 0
- Clk latency late pin: ~0.27 ns
- Clock Path Buffers: 2
- Net Sw Frac: 36.8%
- Clock root buffer: clkbuf_8
- Width of the die: 123 um
- Reg power frac: a little over two fifths
- Layout cells sized above 1: 5.61%
- Die Size: approximately 15,000 sq um
- Most numerous logic cells after layout: clkdlybuf4s50_1, dfrtp_1, xnor2_1
- Most instantiated logic cell after routing: clkdlybuf4s50_1
- P per Cell Area: a little under 400 nW/um^2
- # rows: 37
- Clock sink count: 23
- Crit. End Element: output pin
- Global Route Usage Sum: 4.75%
- Layout fillers: ~1,100
- Setup slack at placement: 1.65 ns
- WP data required: 3.36 ns
- Clock skew: 0.00519 ns
- Synth-to-layout area growth: 28.7%
- Max transition margin: 66.9%
- # DRC: 0
- RSZ-0062 raised after global routing: false
- Peak Freq: 353 MHz
- H-tree Lvls: 1
- First-pass GRT wire length: 5910 um
- Cell variety after synth: 35
- Seq cells post-synth: 23
- Worst-Margin Slew: 0.497 ns
- Worst Hold Class: flop to flop
- Clock group share of total power: a little under a fifth
- CTS tree: done
- Core Box Area: 10,300 sq um
- Number of gates resized after cts: 0
- TritonCTS Buffers: 3
- Initial DRC count: 61
- Comb pwr share: 38.2%
- Finished Core Util: 18.9%
- Setup TNS: 0 ns
- Max Cap Viol: 0
- DR WL/cell: 10.9 um
- Hold Buf Count CTS: 0
- Number of diodes: 0
- I/O pin cnt: 27
- Synth warn: 1
- Startpoint types: flop
- CP Class: flop to output pin
- Chip area in the Yosys report: 1510 sq um
- Die Height: approximately 120 um
- Worst setup margin: between 1 and 1.5 ns
- Post-DRT Antenna Nets: 0
- Final WL: 3630 um
==> Yosys cell counts (all sizes together) <==
library cell,n,share of area (%)
nand2b,1,0.41
o32ai,1,0.58
nand4,8,4.3
or2,2,0.83
a41o,1,0.66
or3,3,1.2
nor3,7,2.3
nand3,6,2.3
clkbuf,7,1.7
a211oi,1,0.50
o41ai,1,0.58
xor2,11,6.4
o21a,1,0.50
nand3b,1,0.74
nor3b,1,0.50
nor2b,1,0.41
and4,1,0.58
nor2,20,5.0
and3,2,0.83
a21oi,14,4.6
o21ai,14,4.6
inv,8,2.0
nand2,6,1.5
buf,4,1.7
ha,1,0.83
a21o,1,0.50
a31o,1,0.58
dfrtp,23,38
xnor2,22,13
nor4,5,2.1
a31oi,1,0.41
==> flip-flops by register name, summed over array words and instances (netlist names) <==
| name | count |
|---|---|
| state | 5 |
| count | 18 |
==> cell type report <==
cell class / count / area (sq um) / share of cell area (%)
multi-input combinational: 134 / 855 / 43.9
sequential: 23 / 576 / 29.6
timing repair buffer: 27 / 268 / 13.8
tap: 136 / 170 / 8.74
clock buffer: 3 / 41.3 / 2.12
inverter: 8 / 30.0 / 1.54
clock inverter: 1 / 7.51 / 0.386
==> through the flow <==
step	instances	hold WS, ns
global placement	328	0.516
finish	332	0.534
CTS	332	0.536
detailed placement	328	0.522
floorplan	176	0.491
global route	332	0.559
==> worst max-delay path, cell delays in order, from the launching register on <==
cell and delay (ns):
dfrtp_1 0.54, or2_2 0.41, a21o_1 0.16, o21ai_0 0.13
clkdlybuf4s50_1 0.49
==> worst paths after layout <==
| path | from | to | slack, ns | cells past startpoint |
|---|---|---|---|---|
| min in group asynchronous | rst | state[3]$_DFF_PP0_ | 0.91 | 3 |
| setup reg to reg | state[4]$_DFF_PP0_ | state[0]$_DFF_PP0_ | 2.30 | 4 |
| setup / recovery | state[2]$_DFF_PP0_ | en_cg | 1.37 | 4 |
| max in group asynchronous | rst | count[4]$_DFF_PP0_ | 3.05 | 3 |
| hold reg to reg | count[0]$_DFF_PP0_ | count[0]$_DFF_PP0_ | 0.53 | 1 |
| hold / removal | count[0]$_DFF_PP0_ | count[0]$_DFF_PP0_ | 0.53 | 1 |
==> logic make-up (layout without fill, tap and decap cells) <==
group	Yosys count	after routing	share of synthesized area [%]
AND/OR/NAND/NOR	64	64	23.0
adder cells (fa/ha/maj)	1	1	0.827
buffers and inverters	19	39	5.46
XOR/XNOR	33	33	19.1
AND-OR/OR-AND	36	36	13.6
flip-flops	23	23	38.0
==> metal layers <==
| layer | global-route usage [%] | routed length (um) | vias up |
|---|---|---|---|
| li1 | - | - | 652 |
| met1 | 6.83 | 1860 | 589 |
| met2 | 7.50 | 1610 | 21 |
| met3 | 0.694 | 105 | 2 |
| met4 | 0.873 | 54 | 0 |
| met5 | 0 | 0 | - |
==> power by group through the flow <==
stage         Combinational, uW  Clock (uW)  Sequential [uW]
CTS                         302         151              329
global route                335         160              345
finish                      293         142              332
Power is estimated from default activity; no workload was simulated.
