### flow/design.v
`timescale 1ns / 1ps
module counter#(
	parameter SIZE = 12
)(
    input wire aclk,
    input wire aresetn,
    input wire clr,
    input wire en,
    input wire [SIZE-1 : 0] max,
    output reg [SIZE-1 : 0] count,
    output wire last
);
	always@(posedge aclk or negedge aresetn)
		if(!aresetn)
			count <= 0;
		else
			if(clr)
				count <= 0;
			else
				if(en)
					if(count < max)
						count <= count +1;
					else
						count <= 0;
				else
					count <= count;
	assign last = (!clr) && (count == max) && ( !(max=={SIZE{1'b1}}) );
endmodule
### flow/run.sh
#!/bin/bash
# OpenROAD 26Q1-2900-gdf79404cd8, Yosys 0.63+post, stock flow scripts
make -C /OpenROAD-flow-scripts/flow DESIGN_CONFIG=/design/flow/config.mk WORK_HOME=/design/flow/orfs finish
### flow/config.mk
export PLATFORM = sky130hd
export DESIGN_NAME = counter
export DESIGN_NICKNAME = counter
export VERILOG_FILES = /design/flow/design.v
export SDC_FILE = /design/flow/constraint.sdc
export NUM_CORES = 4
export LEC_CHECK = 1
export CORE_AREA = 10 10 102 102
export DIE_AREA = 0 0 112 112
### flow/constraint.sdc
current_design counter

set clk_period 2.5
set clk_io_pct 0.2

create_clock -name clk0 -period $clk_period [get_ports {aclk}]

set non_clock_inputs [all_inputs -no_clocks]
set_input_delay [expr $clk_period * $clk_io_pct] -clock clk0 $non_clock_inputs
set_output_delay [expr $clk_period * $clk_io_pct] -clock clk0 [all_outputs]
==> impl_metrics.ini <==
; synthesis and place-and-route metrics
[clock_network]
clk_pin_slew_ns = 0.05
post-cts-setup-buffers = 0
insertion_delay_ns = 0.23
hold_buffers = 0
clockBufferDepth = 2
htreeDepth = 1
cts.sinks = 12
cts_root_buf = clkbuf_8
cts_tree = done
cts_made_buffers = 3

[routing]
antenna_cells = 0
routed_wl_um = 3365
drtAntennaViolNets = 0
viasPerCell = 3.923
vias = 1016
drt-wirelength-per-cell_um = 12.99
dr.first_iter.drc_count = 62
route.detailed.drc = 0
drt_first_pass_iters = 5

[timing]
hold_viol_final = 0
finalSetupViolations = 0
max_freq_mhz = 411.8
clock_skew_ns = 0.002169
slew_headroom_pct = 61.42
fin_crit_ns = 2.429
tightestPinTransition_ns = 0.5768
finalClockPeriodUsage_pct = 97.14
maxSlewViolCount = 0

[setup_path]
cp.required_ns = 2.64
end_kind = flip-flop
crit_slowest_cell = or4_4
crit_start = max[8]
cp-start-kind = primary input
crit_path_max_incr_delay_ns = 0.54
worst-setup-path-type = primary input to flip-flop
crit_fanout = 2
path_cells = clkdlybuf4s50_1 > inv_1 > ha_1 > and4_1 > nand3_2 > buf_4 > a21oi_2 > or4_4 > a211oi_1
path_buffers = 3
cp_top_family = simple AND/OR/NAND/NOR gates
r2r_start = count[9]
critPathArrivalTime_ns = 2.57

[die]
boundaryPins = 29
die_height_um = 112
die-area_um2 = 12540
fp.dieW_um = 112
core_region_area_um2 = 8217
fp_util_pct = 12.35
rows = 33

[job]
drv_cap = 0
warnings = 25

[synth]
syn_avg_cell_area_um2 = 9.309
yosysTopAreaCellShare_pct = 29.59
top_area_cell = dfrtp_1
topCellsByArea = dfrtp_1 30%, ha_1 16%, o311ai_2 8.0%
ys.flops = 12
ys_seq_share_pct = 29.59
ys_cells = 109
yosysWarnings = 1
ys_area_um2 = 1015
syn_area_um2 = 1015
synth.distinct_cells = 31
synthCells = 109

[global_route]
grt_max_degree = 13
grt_pass1_vias = 938
gr-total-overflow = 0
grt_pass1_wl_um = 5009
antenna_found_initial = 0
track_usage_pct = 4.841

[worst_hold_path]
worstHoldPathType = flip-flop to flip-flop
min_from = count[0]

[power_and_ir_drop]
p_leak_nw = 0.7079
ir_drop_mv = 0.1636
power_density_nw_per_um2 = 287.9

[cells_and_area]
ff_latch_area_um2 = 300.3
logic_area_um2 = 735.7
fin_cells = 259
top_register = count
syn2layout_area_growth_pct = 62.52
lay_top_cells = 24 x clkdlybuf4s50_1, 13 x inv_1, 13 x buf_4
lay_top_count = clkdlybuf4s50_1
fin_util_pct = 20.07
top_regs = count x12
fillers = 875
largest_reg_flops = 12
drive_gt1_share_pct = 25.32

[placement]
hpwl_um = 2602
placed_cells = 255
gp_congestion = 0.8044
port_buffers = 28

[outcome]
status = finished clean
==> final cells by class <==
type	instances	share of cell area (%)
sequential	12	18.21
timing repair buffer	42	23.52
multi-input combinational	83	44.61
inverter	14	3.187
clock buffer	3	2.504
tap	105	7.967
==> report_power, final <==
part | total, mW | internal, mW | switching (mW)
clock | 0.172 | 0.106 | 0.0662
sequential | 0.202 | 0.198 | 0.00409
combinational | 0.101 | 0.0522 | 0.0486
total | 0.475 | 0.356 | 0.119
==> final timing paths <==
check	end	slack (ns)	cells past startpoint
hold reg to reg	count[0]	0.59	2
setup reg to reg	count[2]	0.33	8
setup / recovery	count[5]	0.07	9
max in group asynchronous	count[2]	1.49	1
hold / removal	count[0]	0.59	2
min in group asynchronous	count[7]	0.64	1
==> through the flow <==
stage | hold WS [ns] | instance area (um2) | TNS, ns | total power, mW | setup slack [ns]
2_1_floorplan | 0.2044 | 1015 | 0 | 0.2389 | 0.3736
3_3_place_gp | 0.5899 | 1528 | -2.521 | 0.2993 | -0.4318
3_5_place_dp | 0.5946 | 1528 | -2.810 | 0.2995 | -0.4557
4_1_cts | 0.6012 | 1574 | 0 | 0.4755 | 0.006711
5_1_grt | 0.6330 | 1649 | -0.01540 | 0.5008 | -0.01540
6_report | 0.5941 | 1649 | 0 | 0.4748 | 0.07146
==> per-layer routing <==
layer	vias to the layer above	global-route usage, %	part of all wire (%)
met5	-	0	0
met4	0	0.2538	0.62
met3	2	2.606	9.7
met2	22	7.110	44
met1	485	6.438	45
li1	507	-	-
==> cells by family (layout without fill, tap and decap cells) <==
| kind of cell | count (synthesis) | after routing | share of synthesized area, % |
|---|---|---|---|
| xor gates and xnor gates | 2 | 2 | 1.727 |
| AOI/OAI and AO/OA | 23 | 23 | 20.34 |
| adders and majority gates | 13 | 13 | 16.03 |
| buffers and inverters | 15 | 59 | 5.548 |
| DFF | 12 | 12 | 29.59 |
| and+or+nand+nor | 44 | 45 | 26.76 |
==> synthesized netlist by cell type (all sizes together) <==
master  number
a21boi       1
o21ai        1
o211ai       1
inv         14
o31ai        3
a211oi       2
and4         3
nor4bb       2
nand4        6
nor3         2
or3          1
nand3       11
a32o         1
and3         2
and2         3
clkbuf       1
ha          13
or4          1
nor2         2
xnor2        2
nor4         1
a21o         2
nand2        9
o311ai       5
a21oi        4
dfrtp       12
nor2b        1
a31oi        3
==> worst min-delay path, cell delays in order (launching register included) <==
cell and delay, ns:
dfrtp_1 0.33, buf_4 0.15, o21ai_1 0.07
==> repair_timing <==
| item | in CTS | in global routing |
|---|---|---|
| gates resized | 6 | 13 |
| pin swaps | 3 | 10 |
| setup endpoints to repair | 1 | 11 |
| cloned | 0 | 1 |
Power figures rest on the tool's default switching activity, not on a simulated workload.
